$ cat flow/run.sh
#!/bin/bash
# OpenROAD 26Q1-2900-gdf79404cd8, Yosys 0.63+post, stock flow scripts
make -C /OpenROAD-flow-scripts/flow DESIGN_CONFIG=/design/flow/config.mk WORK_HOME=/design/flow/orfs finish
$ cat flow/config.mk
export PLATFORM = sky130hd
export DESIGN_NAME = elevator_controller
export DESIGN_NICKNAME = elevator_controller
export VERILOG_FILES = /design/flow/design.v
export SDC_FILE = /design/flow/constraint.sdc
export NUM_CORES = 4
export LEC_CHECK = 1
export CORE_AREA = 10 10 70 70
export DIE_AREA = 0 0 80 80
$ cat flow/constraint.sdc
current_design elevator_controller

set clk_period 2.2
set clk_io_pct 0.2

create_clock -name clk0 -period $clk_period [get_ports {clk}]
create_clock -name clk1 -period $clk_period [get_ports {reset}]

set non_clock_inputs [all_inputs -no_clocks]
set_input_delay [expr $clk_period * $clk_io_pct] -clock clk0 $non_clock_inputs
set_output_delay [expr $clk_period * $clk_io_pct] -clock clk0 [all_outputs]
$ cat flow/design.v
module elevator_controller (request_floor, in_current_floor, clk, reset, complete, direction,over_time, over_weight, weigh_alert, door_alert, out_current_floor);
  input [3:0] request_floor;  
  input [3:0]in_current_floor;  
  input clk;  
  input reset;  
  input over_time;  
  input over_weight;  
output direction;  
output complete;  
output door_alert;  
output weigh_alert;  
  output [3:0] out_current_floor;  
reg r_direction;  
reg r_complete;  
reg r_door_alert; 
reg r_weigh_alert; 
reg [3:0] r_out_current_floor;  
reg [12:0] clk_count;
reg clk_200;
reg clk_trigger;
assign direction=r_direction;
assign complete=r_complete;
assign door_alert=r_door_alert; 
assign weigh_alert=r_weigh_alert;
assign out_current_floor= r_out_current_floor;
always @(negedge reset) begin
  clk_200=1'b0;
  clk_count=0;
  clk_trigger=1'b0;
  r_complete=1'b0;  
  r_door_alert=1'b0;  
  r_weigh_alert=1'b0;  
end
always @ (posedge clk) begin 
	if (clk_trigger) begin 
		clk_count=clk_count+1; 
    end
	if (clk_count==5000) begin
		clk_200=~clk_200;
		clk_count=0;
	end
end
always @(request_floor) begin
    clk_trigger=1; 
    clk_200=~clk_200;
	r_out_current_floor <= in_current_floor;
end
always @ (posedge clk) begin
	if (!reset && !over_time && !over_weight) begin 
      if (request_floor > r_out_current_floor) begin
			r_direction=1'b1;
			r_out_current_floor <=r_out_current_floor << 1;
      	end
		else if (request_floor < r_out_current_floor) begin
		r_direction= 1'b0;
		r_out_current_floor <=r_out_current_floor >> 1;
    	end
		else if (request_floor == r_out_current_floor) begin
		r_complete=1; 
        r_direction=0;
		end
	end
	else if (!reset && over_time) begin
		r_door_alert= 1 ;
		r_complete = 1 ;
		r_weigh_alert = 0 ;
		r_direction = 0;
		r_out_current_floor <= r_out_current_floor;
	end
	else if ( reset && over_weight) begin
		r_door_alert=0;
		r_weigh_alert=1;
		r_complete = 1 ;
		r_direction = 0;
		r_out_current_floor <= r_out_current_floor;
	end
end
endmodule
==> flow_metrics.py <==
# Flow results
metrics = {
    "status": {
        "error_message": "ERROR: Found 4 problems in 'check -assert'.",
        "stop_stage": "1_2_yosys",
        "outcome": "did not finish",
    },
    "logic_synthesis": {
        "synth_chip_area_sq_um": 394,
        "synth_flops": 5,
        "postSynthSeqShare_pct": 38.1,
        "ys_warn_count": 1,
        "synth_stat.cells": 35,
        "synthDistinctLibCells": 17,
    },
}
## Yosys cell counts
cell,number,area [sq um]
a2111oi_2,1,15.0
buf_4,7,52.6
and2_1,1,6.26
nor2_1,2,7.51
a21oi_1,1,5.00
nor2b_4,1,13.8
nand2_1,1,3.75
ha_1,4,50.1
edfxtp_1,5,150
and3b_1,1,8.76
a21oi_2,1,8.76
conb_1,1,3.75
o211ai_2,1,12.5
mux2i_1,2,20.0
inv_1,4,15.0
and4_2,1,10.0
mux2_1,1,11.3
## cells by family after synthesis
kind of cell / after synthesis / synth area share [%]
other: 1 / 0.951
buffers and inverters: 11 / 17.1
and+or+nand+nor: 7 / 12.7
adders and majority gates: 4 / 12.7
AOI/OAI and AO/OA: 4 / 10.5
DFF: 5 / 38.1
muxes: 3 / 7.94
